<file path="/design/flow/run.sh">
#!/bin/bash
# OpenROAD 26Q1-2900-gdf79404cd8, Yosys 0.63+post, stock flow scripts
make -C /OpenROAD-flow-scripts/flow DESIGN_CONFIG=/design/flow/config.mk WORK_HOME=/design/flow/orfs finish
</file>
<file path="/design/flow/constraint.sdc">
current_design fir16_top

set clk_period 22.2
set clk_io_pct 0.2

create_clock -name clk0 -period $clk_period [get_ports {clk}]

set non_clock_inputs [all_inputs -no_clocks]
set_input_delay [expr $clk_period * $clk_io_pct] -clock clk0 $non_clock_inputs
set_output_delay [expr $clk_period * $clk_io_pct] -clock clk0 [all_outputs]
</file>
<file path="/design/flow/design.v">
module fir16_coeff_rom (
    coeff0,  coeff1,  coeff2,  coeff3,
    coeff4,  coeff5,  coeff6,  coeff7,
    coeff8,  coeff9,  coeff10, coeff11,
    coeff12, coeff13, coeff14, coeff15
);
    output signed [15:0] coeff0;
    output signed [15:0] coeff1;
    output signed [15:0] coeff2;
    output signed [15:0] coeff3;
    output signed [15:0] coeff4;
    output signed [15:0] coeff5;
    output signed [15:0] coeff6;
    output signed [15:0] coeff7;
    output signed [15:0] coeff8;
    output signed [15:0] coeff9;
    output signed [15:0] coeff10;
    output signed [15:0] coeff11;
    output signed [15:0] coeff12;
    output signed [15:0] coeff13;
    output signed [15:0] coeff14;
    output signed [15:0] coeff15;
    assign coeff0  = -16'sd84;
    assign coeff1  = -16'sd53;
    assign coeff2  =  16'sd120;
    assign coeff3  =  16'sd240;
    assign coeff4  =  16'sd350;
    assign coeff5  =  16'sd420;
    assign coeff6  =  16'sd450;
    assign coeff7  =  16'sd460;
    assign coeff8  =  16'sd460;
    assign coeff9  =  16'sd450;
    assign coeff10 =  16'sd420;
    assign coeff11 =  16'sd350;
    assign coeff12 =  16'sd240;
    assign coeff13 =  16'sd120;
    assign coeff14 = -16'sd53;
    assign coeff15 = -16'sd84;
endmodule
module fir16_mac_core (
    clk, reset,
    samples_flat,
    coeff0, coeff1, coeff2, coeff3, coeff4, coeff5, coeff6, coeff7,
    coeff8, coeff9, coeff10, coeff11, coeff12, coeff13, coeff14, coeff15,
    y_out
);
    input clk;
    input reset;
    input [255:0] samples_flat;
    input signed [15:0] coeff0,  coeff1,  coeff2,  coeff3;
    input signed [15:0] coeff4,  coeff5,  coeff6,  coeff7;
    input signed [15:0] coeff8,  coeff9,  coeff10, coeff11;
    input signed [15:0] coeff12, coeff13, coeff14, coeff15;
    output reg signed [35:0] y_out;
    wire signed [15:0] sample0,  sample1,  sample2,  sample3;
    wire signed [15:0] sample4,  sample5,  sample6,  sample7;
    wire signed [15:0] sample8,  sample9,  sample10, sample11;
    wire signed [15:0] sample12, sample13, sample14, sample15;
    assign sample0  = samples_flat[  15:  0];
    assign sample1  = samples_flat[  31: 16];
    assign sample2  = samples_flat[  47: 32];
    assign sample3  = samples_flat[  63: 48];
    assign sample4  = samples_flat[  79: 64];
    assign sample5  = samples_flat[  95: 80];
    assign sample6  = samples_flat[ 111: 96];
    assign sample7  = samples_flat[ 127:112];
    assign sample8  = samples_flat[ 143:128];
    assign sample9  = samples_flat[ 159:144];
    assign sample10 = samples_flat[ 175:160];
    assign sample11 = samples_flat[ 191:176];
    assign sample12 = samples_flat[ 207:192];
    assign sample13 = samples_flat[ 223:208];
    assign sample14 = samples_flat[ 239:224];
    assign sample15 = samples_flat[ 255:240];
    reg signed [31:0] prod0,  prod1,  prod2,  prod3;
    reg signed [31:0] prod4,  prod5,  prod6,  prod7;
    reg signed [31:0] prod8,  prod9,  prod10, prod11;
    reg signed [31:0] prod12, prod13, prod14, prod15;
    wire signed [35:0] p0_ext,  p1_ext,  p2_ext,  p3_ext;
    wire signed [35:0] p4_ext,  p5_ext,  p6_ext,  p7_ext;
    wire signed [35:0] p8_ext,  p9_ext,  p10_ext, p11_ext;
    wire signed [35:0] p12_ext, p13_ext, p14_ext, p15_ext;
    assign p0_ext  = { {4{prod0[31]}},  prod0 };
    assign p1_ext  = { {4{prod1[31]}},  prod1 };
    assign p2_ext  = { {4{prod2[31]}},  prod2 };
    assign p3_ext  = { {4{prod3[31]}},  prod3 };
    assign p4_ext  = { {4{prod4[31]}},  prod4 };
    assign p5_ext  = { {4{prod5[31]}},  prod5 };
    assign p6_ext  = { {4{prod6[31]}},  prod6 };
    assign p7_ext  = { {4{prod7[31]}},  prod7 };
    assign p8_ext  = { {4{prod8[31]}},  prod8 };
    assign p9_ext  = { {4{prod9[31]}},  prod9 };
    assign p10_ext = { {4{prod10[31]}}, prod10 };
    assign p11_ext = { {4{prod11[31]}}, prod11 };
    assign p12_ext = { {4{prod12[31]}}, prod12 };
    assign p13_ext = { {4{prod13[31]}}, prod13 };
    assign p14_ext = { {4{prod14[31]}}, prod14 };
    assign p15_ext = { {4{prod15[31]}}, prod15 };
    wire signed [35:0] s0, s1, s2, s3, s4, s5, s6, s7;
    wire signed [35:0] t0, t1, t2, t3;
    wire signed [35:0] u0, u1;
    wire signed [35:0] final_sum;
    assign s0 = p0_ext  + p1_ext;
    assign s1 = p2_ext  + p3_ext;
    assign s2 = p4_ext  + p5_ext;
    assign s3 = p6_ext  + p7_ext;
    assign s4 = p8_ext  + p9_ext;
    assign s5 = p10_ext + p11_ext;
    assign s6 = p12_ext + p13_ext;
    assign s7 = p14_ext + p15_ext;
    assign t0 = s0 + s1;
    assign t1 = s2 + s3;
    assign t2 = s4 + s5;
    assign t3 = s6 + s7;
    assign u0 = t0 + t1;
    assign u1 = t2 + t3;
    assign final_sum = u0 + u1;
    always @(posedge clk or posedge reset) begin
        if (reset) begin
            prod0  <= 0;  prod1  <= 0;  prod2  <= 0;  prod3  <= 0;
            prod4  <= 0;  prod5  <= 0;  prod6  <= 0;  prod7  <= 0;
            prod8  <= 0;  prod9  <= 0;  prod10 <= 0;  prod11 <= 0;
            prod12 <= 0;  prod13 <= 0;  prod14 <= 0;  prod15 <= 0;
            y_out <= 0;
        end else begin
            prod0  <= sample0  * coeff0;
            prod1  <= sample1  * coeff1;
            prod2  <= sample2  * coeff2;
            prod3  <= sample3  * coeff3;
            prod4  <= sample4  * coeff4;
            prod5  <= sample5  * coeff5;
            prod6  <= sample6  * coeff6;
            prod7  <= sample7  * coeff7;
            prod8  <= sample8  * coeff8;
            prod9  <= sample9  * coeff9;
            prod10 <= sample10 * coeff10;
            prod11 <= sample11 * coeff11;
            prod12 <= sample12 * coeff12;
            prod13 <= sample13 * coeff13;
            prod14 <= sample14 * coeff14;
            prod15 <= sample15 * coeff15;
            y_out <= final_sum;
        end
    end
endmodule
module fir16_shift_reg (clk, reset, sample_in, samples_flat);
  input clk;                       
  input reset;                     
  input signed [15:0] sample_in;   
  output [255:0] samples_flat;     
  reg signed [15:0] tap0, tap1, tap2, tap3, tap4, tap5, tap6, tap7;
  reg signed [15:0] tap8, tap9, tap10, tap11, tap12, tap13, tap14, tap15;
  always @(posedge clk or posedge reset) begin
    if (reset) begin
      tap0  <= 0; tap1  <= 0; tap2  <= 0; tap3  <= 0;
      tap4  <= 0; tap5  <= 0; tap6  <= 0; tap7  <= 0;
      tap8  <= 0; tap9  <= 0; tap10 <= 0; tap11 <= 0;
      tap12 <= 0; tap13 <= 0; tap14 <= 0; tap15 <= 0;
    end else begin
      tap15 <= tap14;
      tap14 <= tap13;
      tap13 <= tap12;
      tap12 <= tap11;
      tap11 <= tap10;
      tap10 <= tap9 ;
      tap9  <= tap8 ;
      tap8  <= tap7 ;
      tap7  <= tap6 ;
      tap6  <= tap5 ;
      tap5  <= tap4 ;
      tap4  <= tap3 ;
      tap3  <= tap2 ;
      tap2  <= tap1 ;
      tap1  <= tap0 ;
      tap0  <= sample_in;      
    end
  end
  assign samples_flat[  15:  0] = tap0;
  assign samples_flat[  31: 16] = tap1;
  assign samples_flat[  47: 32] = tap2;
  assign samples_flat[  63: 48] = tap3;
  assign samples_flat[  79: 64] = tap4;
  assign samples_flat[  95: 80] = tap5;
  assign samples_flat[ 111: 96] = tap6;
  assign samples_flat[ 127:112] = tap7;
  assign samples_flat[ 143:128] = tap8;
  assign samples_flat[ 159:144] = tap9;
  assign samples_flat[ 175:160] = tap10;
  assign samples_flat[ 191:176] = tap11;
  assign samples_flat[ 207:192] = tap12;
  assign samples_flat[ 223:208] = tap13;
  assign samples_flat[ 239:224] = tap14;
  assign samples_flat[ 255:240] = tap15;
endmodule
module fir16_top (clk, reset, sample_in, y_out);
    input clk;
    input reset;
    input  signed [15:0] sample_in;
    output signed [35:0] y_out;
    wire [255:0] samples_flat;
    wire signed [15:0] coeff0,  coeff1,  coeff2,  coeff3;
    wire signed [15:0] coeff4,  coeff5,  coeff6,  coeff7;
    wire signed [15:0] coeff8,  coeff9,  coeff10, coeff11;
    wire signed [15:0] coeff12, coeff13, coeff14, coeff15;
    fir16_shift_reg shift_reg_inst (
        .clk          (clk),
        .reset        (reset),
        .sample_in    (sample_in),
        .samples_flat (samples_flat)
    );
    fir16_coeff_rom coeff_rom_inst (
        .coeff0  (coeff0),
        .coeff1  (coeff1),
        .coeff2  (coeff2),
        .coeff3  (coeff3),
        .coeff4  (coeff4),
        .coeff5  (coeff5),
        .coeff6  (coeff6),
        .coeff7  (coeff7),
        .coeff8  (coeff8),
        .coeff9  (coeff9),
        .coeff10 (coeff10),
        .coeff11 (coeff11),
        .coeff12 (coeff12),
        .coeff13 (coeff13),
        .coeff14 (coeff14),
        .coeff15 (coeff15)
    );
    fir16_mac_core mac_inst (
        .clk          (clk),
        .reset        (reset),
        .samples_flat (samples_flat),
        .coeff0       (coeff0),
        .coeff1       (coeff1),
        .coeff2       (coeff2),
        .coeff3       (coeff3),
        .coeff4       (coeff4),
        .coeff5       (coeff5),
        .coeff6       (coeff6),
        .coeff7       (coeff7),
        .coeff8       (coeff8),
        .coeff9       (coeff9),
        .coeff10      (coeff10),
        .coeff11      (coeff11),
        .coeff12      (coeff12),
        .coeff13      (coeff13),
        .coeff14      (coeff14),
        .coeff15      (coeff15),
        .y_out        (y_out)
    );
endmodule
</file>
<file path="/design/flow/config.mk">
export PLATFORM = sky130hd
export DESIGN_NAME = fir16_top
export DESIGN_NICKNAME = fir16_top
export VERILOG_FILES = /design/flow/design.v
export SDC_FILE = /design/flow/constraint.sdc
export NUM_CORES = 4
export LEC_CHECK = 1
export CORE_UTILIZATION = 50
</file>
==> out/notes.md <==
The largest driver fanout on the critical path is 117, and the maximum clock rate is 130.5 MHz. The run gives 4 as the initial antenna violation count. The critical path starts at reset. In this run, post-CTS repair resized a total of 0 instances. Clock-pin slew was measured on the worst setup and hold paths at 0.06 ns.

The library cell occupying the most area in the post-synthesis netlist is dfrtp_1. The ratio of cells with drive above 1 in the final layout was 0.03736. In the final report, the number of pins over their slew limit comes to 0. For the total via count after detailed routing, the log shows 41490.

The run gives 240.7 mm as the first-pass GRT wire length. The run finished with clean final reports. Core region area: 126200 µm². The number of setup buffers added after CTS is 0. Fill cells in the final layout number 10740.

The iteration tally of the first detailed-router pass is 5, and the TritonCTS buffer count is 80. Counting every instance in the synthesized netlist gives 6189. The x dimension of the die works out to 359.7 µm. Of the combinational cells, the family taking the most area is adder cells.

The number of cells reported by Yosys stat comes to 6189. Yosys mapped the design onto 76 distinct sky130hd cell types. The tools report the largest net degree at the start of global routing as 118. Sort of element at the start of the critical path: an input port.

In the layout the commonest cells are inv_1 (1378), ha_1 (1084), fa_1 (697), dfrtp_1 (635), xnor2_1 (336). After the first detailed-routing iteration, the DRC count stood at 1852.

After synthesis the cells add up to 63970 µm². The longest clock path from root to sink contains 3 buffers. At the worst endpoint, the required time is 22.96 ns. In this run the vertical extent of the chip is 359.7 µm.

After legalization and detailed placement, the total HPWL measured 122.1 mm. The multiplexer fraction of the synthesized cell area came out at 0.003677. The logs give 0.2484 for the proportion of synthesized chip area in sequential cells and 635 for the number of sinks on the clock net. The element type at the critical path end was an asynchronous set/reset pin. The initial core utilization was 0.5068; the slew at the pin closest to its max-slew limit was 0.8297 ns.

The run gives 0 for the max-cap check violation count. Counting only logic cells after layout, the most numerous master is inv_1. The repair_antennas step left the layout with diodes totalling 0.

The worst register-to-register path begins at shift_reg_inst.tap10[1]. The run gives 7.665 ns for the time the worst path needs with I/O delays and setup. The synthesis report lists the Yosys warning total as 2. The worst slew margin relative to its limit was 0.4326; the area added between synthesis and finish was 8.880%.

For the global-route usage over all layers, the log shows 0.2530. For the number of placed I/O pins, the log shows 54. Note that the worst hold path type here is reg -> reg. The register bit count reported by yosys is 635, and the number of flops mapped to enable cells by yosys is 0.

After floorplanning, the die was sized to cover 129400 µm². The synthesized-area fraction occupied by ao, oa, aoi and oai cells works out to 0.1057. The final timing report counts setup violations totalling 0.

The run gives 0.06294 for the share of synthesized cell area in and, or, nand and nor gates. For the number of global-route vias before repair, the log shows 43090. The run gives 53 for the count of input and output buffers.

The number of hold buffers added after CTS was 0. The run gives 0 as the remaining routing DRC violations. The run gives 0 ns as the setup TNS. Warnings raised by the tools during the run amount to 86. The area fraction of the dominant cell type after synthesis came out at 0.2484.

The script logs the ratio of routed vias to standard cells as 5.155. In the setup report, the worst path falls into the class in -> async. Setup repair after global routing left no endpoint under its margin.

The routed length per instance is 18.08 µm, and the worst setup skew after layout is 0.02804 ns. The final critical-path share of the clock period is 0.3453, and the mean instance size in the synthesized netlist is 10.34 µm². The skew report gives the latency at the later pin of the worst-skew pair as 0.69 ns. Ranked by total cell area, the synthesized netlist is headed by dfrtp_1 (25%), fa_1 (22%), ha_1 (21%). Post-synth the commonest register cell is dfrtp_1.

The tools report the number of antenna-violating nets in the routed design as 0. CTS built an H-tree with a depth of 3. The logs give 0.9418 for the placer congestion estimate and 145.5 mm for the final wirelength. For this run, the chip area from Yosys synthesis comes to 63970 µm². According to the timing report, the arrival time at the worst endpoint equals 8.43 ns. The run gives 0 as the number of hold violations in the final report. TritonCTS built the clock tree.

Per the GRT congestion report, total overflow comes to 0. The tools report the CTS root buffer as clkbuf_16. The area fraction in full adders, half adders and majority gates was 0.4301.

For the worst min-delay path, the startpoint reported by OpenROAD is shift_reg_inst.tap13[0]. The proportion of synthesized flip-flops having asynchronous set or reset works out to 1.000. With the xor-xnor portion of the synthesized cell area at 0.06750, the number of core rows is 130.
[cells by family (layout without fill, tap and decap cells)]
logic type / count (synthesis) / after routing
xor+xnor: 493 / 493
flops: 635 / 635
mux: 22 / 22
fa+ha+maj: 1781 / 1781
compound gates: 1031 / 1031
buf+inv: 1392 / 1601
simple gates: 835 / 835
[cell usage after synthesis (10+ instances only)]
cell	number
nand4_1	23
inv_1	1379
a21o_1	153
nor2b_1	47
a31o_2	16
a21oi_1	330
and3_1	40
or2_2	26
a211o_1	15
a211oi_1	36
o31ai_1	11
o211ai_1	24
nor2_1	229
ha_1	1084
a21boi_0	10
nand2_1	183
clkbuf_1	13
and2_1	12
a31oi_1	30
nor3_1	92
dfrtp_1	635
o21ai_1	10
mux2i_1	10
fa_1	697
xnor2_1	336
a41oi_1	10
o21bai_1	44
or3_1	28
mux2_2	12
nand2b_1	50
nand3_1	76
o21ai_0	158
o21a_1	62
xor2_1	157
[layout make-up]
cell class / count / area (µm²) / area share
sequential: 635 / 15890 / 0.2281
inverter: 1379 / 5180 / 0.07437
timing repair buffer: 77 / 723.2 / 0.01038
clock buffer: 97 / 2208 / 0.03171
multi-input combinational: 4162 / 42870 / 0.6155
tap: 1650 / 2064 / 0.02964
clock inverter: 48 / 715.7 / 0.01028
[metrics by stage]
step	util	worst slack, ns	area [µm²]	instances	hold slack (ns)
floorplan	-	9.087	63970	6189	0.3798
global placement	0.5286	13.68	66730	7903	0.3988
detailed placement	0.5286	13.62	66730	7903	0.4035
CTS	0.5518	14.35	69650	8048	0.4248
global route	0.5518	13.96	69650	8048	0.4335
finish	0.5518	14.54	69650	8048	0.4257
[worst max-delay path, stage by stage]
cell	delay (ns)
clkdlybuf4s50_1	0.44
clkinvlp_4	0.27
buf_4	0.65
buf_4	0.62
buf_4	0.63
buf_4	0.64
buf_12	0.54
[registers in the layout, indices dropped and copies added (netlist names), 20 cells and up]
signal,cells
mac_inst.prod0,21
mac_inst.prod1,23
mac_inst.prod10,21
mac_inst.prod11,24
mac_inst.prod12,20
mac_inst.prod13,20
mac_inst.prod14,23
mac_inst.prod15,22
mac_inst.prod2,20
mac_inst.prod3,20
mac_inst.prod4,24
mac_inst.prod5,21
mac_inst.prod6,20
mac_inst.prod7,23
mac_inst.prod8,23
mac_inst.prod9,20
mac_inst.y_out,36
[worst paths after layout]
kind | to | slack [ns] | cells past startpoint
max in group clk0 | mac_inst.y_out[29] | 14.64 | 27
min reg2reg | shift_reg_inst.tap14[0] | 0.43 | 0
max | shift_reg_inst.tap7[15] | 14.54 | 7
max reg2reg | mac_inst.y_out[29] | 14.64 | 27
min in group asynchronous | shift_reg_inst.tap0[0] | 4.08 | 2
min | shift_reg_inst.tap14[0] | 0.43 | 0
[per-layer routing]
| layer | part of all wire | global-route usage | vias up | wire, µm |
|---|---|---|---|---|
| met1 | 0.46 | 0.3976 | 20120 | 67270 |
| met2 | 0.45 | 0.3789 | 720 | 65600 |
| met4 | 0.020 | 0.04005 | 2 | 2972 |
| li1 | - | - | 20500 | - |
| met3 | 0.066 | 0.06661 | 152 | 9673 |
| met5 | 0.000048 | 0 | - | 7 |
